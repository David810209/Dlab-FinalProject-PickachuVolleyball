==> design/flow/design.v <==
module vga_sync(
  input clk, 
  input reset,
  output wire oHS, 
  output wire oVS, 
  output wire visible, 
  output wire p_tick,
  output wire [9:0] pixel_x, 
  output wire [9:0] pixel_y
  );
   parameter HD = 640;  
   parameter HF = 48 ;  
   parameter HB = 16 ;  
   parameter HR = 96 ;  
   parameter VD = 480;  
   parameter VF = 10;   
   parameter VB = 33;   
   parameter VR = 2;    
   reg mod2_reg;
   wire mod2_next;
   reg [9:0] h_count_reg, h_count_next;
   reg [9:0] v_count_reg, v_count_next;
   reg v_sync_reg, h_sync_reg;
   wire v_sync_next, h_sync_next;
   wire h_end, v_end, pixel_tick;
   always @(posedge clk) begin
      if (reset)
         begin
            mod2_reg <= 1'b0;
            v_count_reg <= 0;
            h_count_reg <= 0;
            v_sync_reg <= 1'b0;
            h_sync_reg <= 1'b0;
         end
      else
         begin
            mod2_reg <= mod2_next;
            v_count_reg <= v_count_next;
            h_count_reg <= h_count_next;
            v_sync_reg <= v_sync_next;
            h_sync_reg <= h_sync_next;
         end
	end
   assign mod2_next = ~mod2_reg;
   assign pixel_tick = mod2_reg;
   assign h_end = (h_count_reg==(HD+HF+HB+HR-1));
   assign v_end = (v_count_reg==(VD+VF+VB+VR-1));
   always @(*) begin
      if (pixel_tick) begin   
         if (h_end)
            h_count_next = 0;
         else
            h_count_next = h_count_reg + 1;
      end
	  else
         h_count_next = h_count_reg;
	end
   always @(*) begin
      if (pixel_tick & h_end) begin  
         if (v_end)
            v_count_next = 0;
         else
            v_count_next = v_count_reg + 1;
	  end
      else
         v_count_next = v_count_reg;
	end
   assign h_sync_next = (h_count_reg>=(HD+HB) &&
                         h_count_reg<=(HD+HB+HR-1));
   assign v_sync_next = (v_count_reg>=(VD+VB) &&
                         v_count_reg<=(VD+VB+VR-1));
   assign visible = (h_count_reg<HD) && (v_count_reg<VD);
   assign oHS = h_sync_reg;
   assign oVS = v_sync_reg;
   assign pixel_x = h_count_reg;
   assign pixel_y = v_count_reg;
   assign p_tick = pixel_tick;
endmodule
==> design/flow/run.sh <==
#!/bin/bash
# OpenROAD 26Q1-2900-gdf79404cd8, Yosys 0.63+post, stock flow scripts
make -C /OpenROAD-flow-scripts/flow DESIGN_CONFIG=/design/flow/config.mk WORK_HOME=/design/flow/orfs finish
==> design/flow/config.mk <==
export PLATFORM = sky130hd
export DESIGN_NAME = vga_sync
export DESIGN_NICKNAME = vga_sync
export VERILOG_FILES = /design/flow/design.v
export SDC_FILE = /design/flow/constraint.sdc
export NUM_CORES = 4
export LEC_CHECK = 1
export CORE_AREA = 10 10 106 106
export DIE_AREA = 0 0 116 116
==> design/flow/constraint.sdc <==
current_design vga_sync

set clk_period 4.4
set clk_io_pct 0.2

create_clock -name clk0 -period $clk_period [get_ports {clk}]

set non_clock_inputs [all_inputs -no_clocks]
set_input_delay [expr $clk_period * $clk_io_pct] -clock clk0 $non_clock_inputs
set_output_delay [expr $clk_period * $clk_io_pct] -clock clk0 [all_outputs]
==> impl_metrics.yaml <==
# physical design summary
final_timing:
  tightest_slew_ns: 0.5234
  skew_ns: 0.009504
  fin_crit_sh: 0.6042
  setup_violations: 0
  fmax_mhz: 376.2
  rsz0062_at_grt: "false"
  report.final.hold_viol_count: 0
  period_needed_ns: 2.658
  drv_slew: 0
  relSlewSlack: 0.6462
  finalSetupTns_ns: 0
route:
  antenna_cells: 0
  wl_microns: 3185
  drtIter0Drc: 33
  firstDrtPassIters: 4
  routedWlPerCell_microns: 11.93
  avgViaCountPerCell: 3.835
  drc: 0
  routed-via-count: 1024
  ant_nets: 0
critical_path:
  path_cells: "and3_2 > and2_1 > nor3_1 > clkdlybuf4s50_1"
  worstSetupPathType: "register to output port"
  critPathSlowestCell: "clkdlybuf4s50_1"
  critPathMaxStageDelay_ns: 0.51
  crit_buf_inv: 1
  critPathCaptureType: "output port"
  crit_family: "simple AND/OR/NAND/NOR gates"
  worstPathMaxFanout: 6
  cp-start-kind: "register"
  worst_ep_arrival_time_ns: 1.78
  critPathRequiredTime_ns: 3.52
logic_synthesis:
  ys_chip_area_sq_um: 1190
  top_area_cell: "dfxtp_1"
  synth_seq_share: 0.3870
  yosys_warnings: 1
  edf_count: 0
  ys_top_cells_by_area: "dfxtp_1 (39%), ha_1 (7.4%), nor2_1 (6.0%)"
  ys_ff: 23
  synthArstFlopShare: 0
  postSynthCellCount: 133
  synthTopCellsByCount: "dfxtp_1 (23), nor2_1 (19), inv_1 (8), nand2_1 (8)"
  top_cell_area_share: 0.3870
  aoi_share: 0.09569
  synthDistinctLibCells: 36
  logic_family: "simple AND/OR/NAND/NOR gates"
  yosys.cell_count.top_type: "dfxtp_1"
  synth.area.mux_share: 0.01682
  synthAdderAreaFrac: 0.07361
  synthXorXnorAreaFrac: 0.08833
  avgSynthCellArea_sq_um: 8.947
  ys_sh_simple: 0.2913
  netlist_area_sq_um: 1190
  ys_cells: 133
  ff_type: "dfxtp_1"
worst_hold_path:
  min_path_type: "register to register"
power_and_ir_drop:
  power_frac_clock: 0.356
  power_density_nw_per_um2: 232.7
  pwr-share-comb: 0.054
  p_sw_mw: 0.08430
  power.internal_mw: 0.2869
  ir_worst_vdd_v: 0.00008814
  seqPwrFrac: 0.590
  switching_share: 0.2271
  p_leak_nw: 0.5809
clocking:
  cts_resized: 0
  clock-root-buffer: "clkbuf_8"
  cts_setup_buffers: 0
  cts.sinks: 23
  htreeDepth: 1
  cts_tree: "built"
  clkLatencyLatePin_ns: 0.26
  cts_buffer_depth: 2
  cts_hold_buf: 0
  clk_pin_slew_ns: 0.09
  cts_buffers: 3
run:
  drv_cap: 0
  warnings: 31
floorplanning:
  rows: 34
  io_pins: 26
  die_h_microns: 116
  dieArea_sq_um: 13460
  die_w_microns: 116
  initial_core_util: 0.1345
  coreArea_sq_um: 8848
finish:
  fin_util: 0.1803
  layout-drive-gt1-share: 0.06289
  area_growth_pct: 34.07
global_route:
  grt_max_degree: 14
  grt_first_pass_wirelength_microns: 5347
  antenna_found_initial: 0
  grt.overflow.total: 0
  grt_use_total: 0.04899
  first_global_vias: 1001
place:
  gp_congestion: 0.8574
  port_buffers: 25
  hpwl_microns: 2480
outcome:
  status: "finished, final reports clean"
[worst paths after layout]
path	from	endpoint	slack, ns	cells past startpoint
setup / recovery	v_count_reg[5]	visible	1.74	4
hold / removal	h_count_reg[9]	h_sync_reg	0.53	2
setup reg to reg	h_count_reg[1]	v_count_reg[2]	2.39	5
hold reg to reg	h_count_reg[9]	h_sync_reg	0.53	2
[cell families after synthesis]
group,Yosys count
buffers and inverters,11
AND/OR/NAND/NOR,62
adder cells (fa/ha/maj),7
flip-flops,23
multiplexers,2
XOR/XNOR,12
AND-OR/OR-AND,16
[area by class of cell]
type | instances | area [sq um]
inverter | 8 | 30.03
clock inverter | 1 | 5.005
multi-input combinational | 99 | 673.1
fill | 978 | 7253
clock buffer | 3 | 41.29
tap | 108 | 135.1
sequential | 23 | 460.4
timing repair buffer | 25 | 250.2
[tightest hold or removal path, cell delays in order, from the launching register on]
cell and delay, ns:
dfxtp_1 0.36, nand2_1 0.07, nor4_1 0.05
[power groups by stage]
stage,logic [mW],registers [mW],clock network [mW]
after CTS,0.0208,0.219,0.136
final,0.0199,0.219,0.132
after global routing,0.0227,0.220,0.145
[metrics by stage]
| step | hold WS (ns) | area (sq um) | power (mW) | setup slack (ns) | instances |
|---|---|---|---|---|---|
| after CTS | 0.5390 | 1595 | 0.3758 | 1.721 | 267 |
| after global placement | 0.5319 | 1549 | 0.2442 | 2.034 | 263 |
| final | 0.5326 | 1595 | 0.3712 | 1.742 | 267 |
| after detailed placement | 0.5205 | 1549 | 0.2445 | 2.015 | 263 |
| after global routing | 0.5648 | 1595 | 0.3877 | 1.643 | 267 |
| after floorplan | 0.4557 | 1190 | 0.2326 | 2.712 | 133 |
[layer usage]
| layer | vias to the layer above | track usage | share of wire | routed length, microns |
|---|---|---|---|---|
| li1 | 519 | - | - | - |
| met1 | 474 | 0.06652 | 0.48 | 1515 |
| met2 | 29 | 0.07281 | 0.43 | 1370 |
| met3 | 2 | 0.02093 | 0.084 | 268 |
| met4 | 0 | 0.006672 | 0.0094 | 30 |
| met5 | - | 0 | 0 | 0 |
[cell usage in the layout (no fill, tap or decap), drive strengths merged]
cell type,n
nand3,6
o22ai,1
nand2b,2
nand4b,1
dfxtp,23
a31oi,1
nor3,4
clkdlybuf4s50,25
and2,2
o21a,1
o211a,1
nor4,5
nor4b,2
o211ai,2
inv,8
xnor2,7
nand4,4
or3,1
ha,7
nor2,19
a32oi,1
nor2b,1
or3b,1
xor2,5
and3,6
o221ai,1
a21oi,3
nand2,8
mux2i,2
o21ai,1
clkbuf,3
clkinv,1
o31ai,3
o311ai,1
Power and IR drop assume default switching activity.
