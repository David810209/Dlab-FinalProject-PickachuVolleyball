### flow/config.mk
export PLATFORM = sky130hd
export DESIGN_NAME = clk_divider
export DESIGN_NICKNAME = clk_divider
export VERILOG_FILES = /design/flow/design.v
export SDC_FILE = /design/flow/constraint.sdc
export NUM_CORES = 4
export LEC_CHECK = 1
export CORE_AREA = 10 10 70 70
export DIE_AREA = 0 0 80 80
### flow/design.v
`timescale 1ns / 1ps
module clk_divider#(parameter divider = 16)(input clk, input reset, output reg clk_out);
localparam half_divider = divider/2;
localparam divider_minus_one = divider-1;
reg [7:0] counter;
always @(posedge clk)
begin
  if (reset)
    clk_out <= 0;
  else
    clk_out <= (counter < half_divider)? 1 : 0;
end
always @(posedge clk)
begin
  if (reset)
    counter <= 0;
  else
    counter <= (counter == divider_minus_one)? 0 : counter + 1;
end
endmodule
### flow/run.sh
#!/bin/bash
# OpenROAD 26Q1-2900-gdf79404cd8, Yosys 0.63+post, stock flow scripts
make -C /OpenROAD-flow-scripts/flow DESIGN_CONFIG=/design/flow/config.mk WORK_HOME=/design/flow/orfs finish
### flow/constraint.sdc
current_design clk_divider

set clk_period 2.4
set clk_io_pct 0.2

create_clock -name clk0 -period $clk_period [get_ports {clk}]

set non_clock_inputs [all_inputs -no_clocks]
set_input_delay [expr $clk_period * $clk_io_pct] -clock clk0 $non_clock_inputs
set_output_delay [expr $clk_period * $clk_io_pct] -clock clk0 [all_outputs]
==> summary.txt <==
Synthesis and place-and-route results.

- The worst relative slew slack is 0.730.
- The endpoint of the worst register-to-register path is counter[6].
- Entering global routing, the biggest net connects 8 pins.
- The CTS report gives the tree buffer count as 3.
- Synthesis handed over a netlist of slightly above 40 instances.
- The path category of the worst min-delay check is reg2reg.
- The synthesized netlist has a Yosys-reported chip area of 383 sq um.
- For this run, the number of Yosys warnings is 1.
- The max-cap violation count is 0.
- For the worst-skew pair, the clock arrives at the later sink with an insertion delay of 0.25 ns.
- The average instance in the mapped netlist occupies roughly 9.3 sq um.
- Post-route period utilization is reported as 0.628.
- The total leakage power is ~0.15 nW.
- The worst path in the final design needs a cycle of 1.51 ns, including I/O delays and setup.
- The final setup violation count is 0.
- Per the STA report, the cell with the highest stage delay on the worst path is sky130_fd_sc_hd__clkdlybuf4s50_1.
- The reg2reg setup slack is 1.02 ns.
- Data on the critical path arrives at its endpoint at a little over 1 ns.
- The synth_stat.txt file lists the number of cells as 41.
- The worst setup path is captured at a primary output.
- The number of max-slew violations in the final report is 0.
- The number of global-route vias before repair is 275.
- Setup repair after global routing left no endpoint under its margin.
- The element type at the critical path start is a register.
- At the pin with the least slew margin, the transition time is 0.401 ns.
- The clock group share of total power is 0.374.
- The total congestion overflow after global routing is 0.
- The register bit count reported by yosys is 9.
- The total routing resource utilization after global routing is 0.0202.
- The first-iteration detailed-routing DRC count is 4.
- Per the OpenROAD floorplan log, the area of the die is 6400 sq um.
- Looking at the post-CTS report, the setup buffer insertion count equals 0.
- The data required time reported for the critical path is 1.92 ns.
- For reference, the clock transition at the flip-flops on the worst setup and hold paths is 0.06 ns.
- Per STA, the worst path is made up of clkdlybuf4s50_1.
- The launch point of the worst reg-to-reg path is counter[0].
- The tree is rooted in a sky130_fd_sc_hd__clkbuf_4.
- Internal power comes to 0.000234 W.
- In this run the tool buffered the top-level ports with 2 buffer cells.
- The library cells used most frequently in the layout, excluding fill and tap cells, are sky130_fd_sc_hd__dfxtp_1 (9), sky130_fd_sc_hd__or3_1 (4), sky130_fd_sc_hd__a21oi_1 (4).
- Total power for the finished layout comes to 0.000298 W.
- The most frequent logic cell in the layout is sky130_fd_sc_hd__dfxtp_1.
- TritonCTS built the clock tree.
- After synthesis the cells add up to 383 sq um.
- Of the cells placed in the final design, the portion with a size suffix greater than 1 is 0.128.
- The report lists the number of cells resized after CTS as 0.
- The setup clock skew after layout is 0.00155 ns.
- The highest clock rate is 0.663 GHz.
- According to the report, the first pass of detailed routing completed in 4 iterations.
- The sequential power share is 0.554.
- The final layout reports a setup TNS of 0 ns.
- On the critical path the largest part of the delay comes from buffers and inverters.
- In this run the vertical extent of the chip is 80 microns.
- The power per standard cell area is 612 nW/um^2.
- The run finished with clean final reports.
- Together, buffers and inverters on the worst path number 1.
- The beginning of the worst hold path is counter[0].
- The clock passes through at most 2 buffers.
- The largest single stage delay on the critical path is 0.46 ns.
- Hold analysis shows the worst path with a depth of 1.
- Antenna repair during routing inserted a diode count of 0.
- The routed via count divided by cell count is 3.27.
- The largest vdd supply drop is 0.216 mV.
- The analysis attributes to net switching a power of 0.0000640 W.
- The logic depth of the worst register-to-register path is 4.
- The number of remaining DRC errors is 0.
- Across all stage logs, warnings added up to 25.
- The clock drives 9 sinks.
- The count of unique library cells instantiated by Yosys is 19.
- For this run the detailed placement stage logged an HPWL of 468 microns.
- The final timing report lists a hold violation count of 0.
- The share of power burned in combinational logic is 0.071.
- The share of the Yosys chip area taken by registers is 0.471.
- Nets still carrying antenna violations after routing amount to 0.
- CTS built an H-tree with a depth of 1.
- The floorplan core area is between 3000 and 4000 sq um.
- The number of antenna violations at the first check in global routing came to 0.
- The post-cts hold buffer count is 0.
- The overall via count from detail_route is 304.
- At the floorplan stage, the core utilization is reported as 0.112.
- The sum of routed wire length over all layers is 616 microns.
- The first global-routing pass estimated between 1 and 1.5 mm of wire.
- The path with the worst hold slack has its endpoint at counter[0].
- STA lists the maximum fanout along the critical path as 1.
- The total I/O pin count is 3.
- The flow measured a signed area growth from synthesis to layout of 27.1%.
- The post-detailed-route wirelength per cell is around 6.6 microns.
- In the setup report, the worst path falls into the class reg2out.
- According to the floorplan report, the die width is 80 microns.
- The switching portion of total power comes to 0.215.
- Routability-driven placement finished with a final weighted congestion of 0.766.
- The total number of placement rows is 21.
[stage by stage]
stage / area [sq um] / util / setup slack [ns] / hold WS (ns) / cells
5_1_grt: 487 / 0.142 / 0.840 / 0.504 / 93
4_1_cts: 487 / 0.142 / 0.866 / 0.482 / 93
3_3_place_gp: 460 / 0.135 / 1.01 / 0.459 / 89
3_5_place_dp: 460 / 0.135 / 0.987 / 0.473 / 89
6_report: 487 / 0.142 / 0.893 / 0.483 / 93
2_1_floorplan: 383 / - / 1.15 / 0.441 / 41
[power groups by stage]
stage / Combinational [W] / Sequential, W / Clock (W)
finish: 0.0000212 / 0.000165 / 0.000111
global route: 0.0000239 / 0.000166 / 0.000128
CTS: 0.0000215 / 0.000165 / 0.000116
[sequential cells by signal, summed over array words and instances (netlist names)]
| signal | count |
|---|---|
| clk_out | 1 |
| counter | 8 |
[final cells by class]
cell class / count / area, sq um
Clock buffer: 4 / 26.3
Fill cell: 396 / 2930
Inverter: 3 / 11.3
Multi-Input combinational cell: 29 / 191
Sequential cell: 9 / 180
Tap cell: 46 / 57.6
Timing Repair Buffer: 2 / 20.0
[metal layers]
layer / GRT usage / wire length, microns / up-vias
met4: 0.00704 / 8 / 0
met3: 0.00682 / 23 / 2
met1: 0.0282 / 318 / 134
li1: - / - / 164
met5: 0 / 0 / -
met2: 0.0281 / 265 / 4
[kinds of logic after synthesis]
family | share of synthesized area
XOR/XNOR | 0.0229
buffers and inverters | 0.0294
AND-OR/OR-AND | 0.183
flip-flops | 0.471
adder cells (fa/ha/maj) | 0.0327
AND/OR/NAND/NOR | 0.261
[cell usage after synthesis]
cell type / n / area (sq um)
sky130_fd_sc_hd__nand4_1: 2 / 12.5
sky130_fd_sc_hd__a31oi_1: 1 / 6.26
sky130_fd_sc_hd__nor3_1: 1 / 5.00
sky130_fd_sc_hd__o21ai_0: 3 / 15.0
sky130_fd_sc_hd__or3_1: 4 / 25.0
sky130_fd_sc_hd__ha_1: 1 / 12.5
sky130_fd_sc_hd__nand3_2: 1 / 10.0
sky130_fd_sc_hd__nand2b_1: 1 / 6.26
sky130_fd_sc_hd__nor4_1: 1 / 6.26
sky130_fd_sc_hd__o21bai_4: 1 / 18.8
sky130_fd_sc_hd__xnor2_1: 1 / 8.76
sky130_fd_sc_hd__a21oi_1: 4 / 20.0
sky130_fd_sc_hd__or4_4: 1 / 11.3
sky130_fd_sc_hd__nor2_1: 3 / 11.3
sky130_fd_sc_hd__inv_1: 3 / 11.3
sky130_fd_sc_hd__a221o_1: 1 / 10.0
sky130_fd_sc_hd__nand3_1: 1 / 5.00
sky130_fd_sc_hd__dfxtp_1: 9 / 180
sky130_fd_sc_hd__nand2_1: 2 / 7.51
[how the worst max path moves through the flow]
stage,cells past startpoint,slack (ns),end,from
5_1_grt,1,0.84,clk_out,clk_out
6_report,1,0.89,clk_out,clk_out
4_1_cts,1,0.87,clk_out,clk_out
Power and IR drop assume default switching activity.
